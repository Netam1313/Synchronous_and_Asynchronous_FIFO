<file path="design/flow/config.mk">
export PLATFORM = sky130hd
export DESIGN_NAME = async_fifo
export DESIGN_NICKNAME = async_fifo
export VERILOG_FILES = /design/flow/design.v
export SDC_FILE = /design/flow/constraint.sdc
export NUM_CORES = 4
export LEC_CHECK = 1
export CORE_UTILIZATION = 30
</file>
<file path="design/flow/constraint.sdc">
current_design async_fifo

set clk_period 4.1
set clk_io_pct 0.2

create_clock -name clk0 -period $clk_period [get_ports {rd_clk}]
create_clock -name clk1 -period $clk_period [get_ports {wr_clk}]

set non_clock_inputs [all_inputs -no_clocks]
set_input_delay [expr $clk_period * $clk_io_pct] -clock clk0 $non_clock_inputs
set_output_delay [expr $clk_period * $clk_io_pct] -clock clk0 [all_outputs]
</file>
<file path="design/flow/design.v">
module async_fifo #(parameter addr_size=4,data_size=8)
						(input rd_clk,wr_clk,rrst,wrst,rd_en,wr_en,input[data_size-1:0]wr_data,
						  output [data_size-1:0]data_out,output full,empty);
wire wfullen,rempty_en;
wire [addr_size-1:0]wr_addr,rd_addr;
wire [addr_size:0]wr_ptr,rd_ptr,sync_rdptr,sync_wptr;
assign wfullen=wr_en & ~full; 
assign rempty_en=rd_en & ~empty;
gray_ptr wr_gray(wr_clk,wrst, wfullen,full,1'b1,wr_ptr,wr_addr); 
gray_ptr rd_gray(rd_clk,rrst, rempty_en,1'b1,empty,rd_ptr,rd_addr);
rdptr_sync synrd(wr_clk,wrst,rd_ptr,sync_rdptr);
wrptr_sync syncwr(rd_clk,rrst,wr_ptr,sync_wptr);
fifo_empty f_emp(rd_clk,rrst,rd_ptr,sync_wptr,empty);
fifo_full f_full(wr_clk,wrst,wr_ptr,sync_rdptr,full );
fifo_mem_rd_wr mem1(wr_clk,wfullen,rempty_en,wr_addr,rd_addr,wr_data,data_out);
endmodule
module fifo_full #(parameter addr_size=4)(input wclk,wrst,input[addr_size:0]wr_ptr,sync_rdptr,output reg full );
always@(posedge wclk or negedge wrst)
begin
if(!wrst) full<=1'b0;
else if((wr_ptr[addr_size]!=sync_rdptr[addr_size] )&& (wr_ptr[addr_size-1]!=sync_rdptr[addr_size-1])&& 
				wr_ptr[addr_size-2:0]==sync_rdptr[addr_size-2:0]) full<=1'b1;
else full<=1'b0;
end
endmodule
module fifo_empty #(parameter addr_size=4)(input rclk,rrst,input[addr_size:0]rd_ptr,sync_wptr,output reg empty );
always@(posedge rclk or negedge rrst)
begin
if(!rrst) empty<=1'b1;
else if(rd_ptr==sync_wptr) empty<=1'b1;
else empty<=1'b0;
end
endmodule
module gray_ptr #(parameter addr_size=4)
				(input clk,rst, inc_en,full,empty,output reg[addr_size:0]nxt_gray,output[addr_size:0]mem_addr );
wire [addr_size:0] nxt_binary;
reg [addr_size:0] binary;	
always @(posedge clk or negedge rst)
if(!rst) begin binary<=0;nxt_gray<=0;end
else if(inc_en) begin binary<=nxt_binary;nxt_gray<=nxt_binary ^ (nxt_binary>>1);end
assign nxt_binary=binary+(inc_en & (~full|~empty));
assign mem_addr=binary[addr_size-1:0];
endmodule
module fifo_mem_rd_wr #(parameter addr_size=4,data_size=8)(input wr_clk,wr_en,rd_en,input[addr_size-1:0]wr_addr,rd_addr,
							input[data_size-1:0]wr_data,output[data_size-1:0]data_out);
localparam len=2**addr_size;							
reg [data_size-1:0]fifo_mem[0:len-1];				
assign data_out=rd_en?fifo_mem[rd_addr]:0;
always@(posedge wr_clk)
begin
	if(wr_en) fifo_mem[wr_addr]<=wr_data;
end
endmodule
module rdptr_sync #(parameter addr_size=4)(input wclk,wrst,input[addr_size:0]rd_ptr,output reg[addr_size:0]sync_rdptr);
reg [addr_size:0]temp;
always@(posedge wclk or negedge wrst) 
begin
if(!wrst)begin sync_rdptr<=0;
						temp<=0; end
else begin
			temp<=rd_ptr;
			sync_rdptr<=temp;
		end
end
endmodule
module wrptr_sync #(parameter addr_size=4)(input rclk,rrst,input[addr_size:0]wr_ptr,output reg[addr_size:0]sync_wptr);
reg [addr_size:0]temp;
always@(posedge rclk or negedge rrst) 
begin
if(!rrst)begin sync_wptr<=0;
						temp<=0; end
else begin
			temp<=wr_ptr;
			sync_wptr<=temp;
		end
end
endmodule
</file>
<file path="design/flow/run.sh">
#!/bin/bash
# OpenROAD 26Q1-2900-gdf79404cd8, Yosys 0.63+post, stock flow scripts
make -C /OpenROAD-flow-scripts/flow DESIGN_CONFIG=/design/flow/config.mk WORK_HOME=/design/flow/orfs finish
</file>
==> run notes <==
yosys + openroad results -> status=completed, Post-CTS Resized=0, sw power=1.49 mW, worst r2r src=f_full.full, CP Max Fanout=9, GRT Util Overall=12.0%, Clock Sinks=168, Seq/Total Area, Yosys=71.9%, drt first pass iters=4, Post-CTS Setup Bufs=0, Vias/cell=4.77, grt total ovfl=0, PnR worst setup slack=0.459 ns, worst setup path endpoint=data_out[1], Hold WC Path Type=reg2reg, syn_area_per_cell=approximately 18 µm², clock share of power=33.2%, distinct lib cells=33, final hold vios=0, CP endpoint kind=primary output, Syn Inst Count=375, Setup WS pre-CTS=0.461 ns, switch share=27.6%, most frequent cells in the layout=edfxtp_1, dfrtp_1, nand2_1, share of power burned in registers=43.6%, Reg2Reg Depth=8, site row count=54, final weighted congestion in routability-driven placement=0.814, die height=152 µm, worst path required time=3.28 ns, ys async rst share=a little under a quarter, RSZ-0062 raised after global routing=false, setup TNS=0 ns, synthesized flop and latch total=approximately 170, final instance area=8020 µm², CTS tree=done, clock transition at the registers of the reported paths=0.06 ns, most used logic cell in the final layout=edfxtp_1, Final ANT Viol Nets=0, DRC viols=0, yosys warns=8, Setup Viol. Count Final=0, Routed WL=12.6 mm, # IOs=24, Pint=just under 4 mW, maximum VDD drop=272 µV, count of tool warnings=27, vias=3424, Post-Syn Area=6740 µm², total die area=23100 µm², CP startpoint=rd_en, yosys stat chip area=around 6700 µm², fraction of layout cells with a size suffix above 1=14.8%, pin count of the biggest net entering global routing=21, ys cells=between 300 and 400, Logic pwr share=23.3%, area of the core=~22000 µm², vias in the first global route=3611, Multi-input gate area=1710 µm², most used flip-flop cell=edfxtp_1, worst reg2reg setup slack=around 1.7 ns, IO Port Bufs=22, area grow syn2layout=19.0%, worst reg2reg endpoint=wr_gray.nxt_gray[3], Pins Over Slew Limit=0, die width=152 µm, drt first-iter violations=roughly 150, power per standard cell area=roughly 680 nW/µm², Final Util=36.6%, Rel. slew slack=between 30% and 40%, cts hold-fix bufs=0, Fillers=2005, Startpoint Class=input pin, arrival time at the worst endpoint=2.82 ns, flip-flops with a built-in enable=128, floorplan core density=30.8%, clock skew=0.00687 ns, kind of critical path=in2out, initial antenna violation count=0, cell leakage power=~2.8 nW, first-pass GRT wire length=20.1 mm, FF/Latch Area=4850 µm², Max-Cap Viols=0, Final HPWL DP=8.17 mm, drt wl/cell=roughly 18 µm, Cell Area, Placed=7320 µm², worst-margin pin slew=~1.0 ns, # diodes=0
per-stage QoR:
step / hold WS (ns) / total power, mW / cells
finish: 0.261 / 5.42 / 718
floorplan: 0.331 / 3.28 / 375
global route: 0.269 / 5.69 / 718
detailed placement: 0.335 / 3.67 / 682
CTS: 0.258 / 5.47 / 718
global placement: 0.334 / 3.65 / 682
cells in the mapped netlist (4+ instances only):
library cell | n | area (µm²)
xnor2_1 | 21 | 184
dfrtp_1 | 39 | 976
nor2_1 | 13 | 48.8
nand2_1 | 26 | 97.6
edfxtp_1 | 128 | 3840
buf_2 | 4 | 20.0
nand3_1 | 8 | 40.0
a221o_1 | 8 | 80.1
o22ai_1 | 8 | 50.1
mux4_1 | 17 | 447
buf_6 | 6 | 67.6
nor3_1 | 6 | 30.0
nand2b_1 | 7 | 43.8
nand4_1 | 5 | 31.3
mux2i_1 | 24 | 240
o21ai_0 | 6 | 30.0
ha_1 | 5 | 62.6
clkbuf_1 | 4 | 15.0
mux4_2 | 7 | 158
xor2_1 | 5 | 43.8
nor2b_1 | 11 | 68.8
state kept, by name (all words and copies together), names as in the netlist:
| name | flops |
|---|---|
| synrd.temp | 5 |
| f_emp.empty | 1 |
| wr_gray.binary | 5 |
| wr_gray.nxt_gray | 4 |
| f_full.full | 1 |
| synrd.sync_rdptr | 5 |
| rd_gray.nxt_gray | 5 |
| mem1.fifo_mem | 128 |
| rd_gray.binary | 4 |
| syncwr.temp | 5 |
| syncwr.sync_wptr | 5 |
layer usage:
metal / routed length (µm) / up-vias / GRT usage, %
li1: - / 1554 / -
met5: 0 / - / 0
met2: 5870 / 161 / 17.9
met1: 4930 / 1695 / 14.8
met4: 199 / 0 / 1.95
met3: 1620 / 14 / 8.46
critical path, cell delays in order:
cell and delay, ns:
clkdlybuf4s50_1 0.45, nand2b_1 0.07, clkinv_1 0.18, nand2b_1 0.28, a221o_1 0.34, o22ai_1 0.17, clkdlybuf4s50_1 0.50
worst min-delay path by stage:
| stage | startpoint | endpoint | slack (ns) | cells after the start |
|---|---|---|---|---|
| 4_1_cts | rd_gray.nxt_gray[3] | synrd.temp[3] | 0.26 | 0 |
| 5_1_grt | rd_gray.nxt_gray[3] | synrd.temp[3] | 0.27 | 0 |
| 6_report | rd_gray.nxt_gray[3] | synrd.temp[3] | 0.26 | 0 |
cells by family (layout without fill, tap and decap cells):
| group | after synthesis | after routing | synth area share [%] |
|---|---|---|---|
| flip-flops | 168 | 168 | 71.9 |
| AND/OR/NAND/NOR | 80 | 80 | 5.76 |
| multiplexers | 48 | 48 | 12.5 |
| AND-OR/OR-AND | 26 | 26 | 2.84 |
| XOR/XNOR | 26 | 26 | 3.38 |
| buffers and inverters | 22 | 85 | 2.65 |
| adder cells (fa/ha/maj) | 5 | 5 | 0.928 |
power groups by stage:
stage / Sequential (mW) / Combinational (mW) / Clock, mW
after CTS: 2.37 / 1.28 / 1.82
after global routing: 2.40 / 1.39 / 1.90
final: 2.36 / 1.26 / 1.80
layout make-up:
cell class	instances	area share (%)
Inverter	3	0.140
Tap cell	280	4.37
Timing Repair Buffer	46	4.99
Clock inverter	13	2.28
Sequential cell	168	60.5
Multi-Input combinational cell	185	21.4
Clock buffer	23	6.38
No activity file was given, so power comes from the tool's default toggle rates.
