--- design/flow/run.sh ---
#!/bin/bash
# OpenROAD 26Q1-2900-gdf79404cd8, Yosys 0.63+post, stock flow scripts
make -C /OpenROAD-flow-scripts/flow DESIGN_CONFIG=/design/flow/config.mk WORK_HOME=/design/flow/orfs finish
--- design/flow/config.mk ---
export PLATFORM = sky130hd
export DESIGN_NAME = FIFO_sync
export DESIGN_NICKNAME = FIFO_sync
export VERILOG_FILES = /design/flow/design.v
export SDC_FILE = /design/flow/constraint.sdc
export NUM_CORES = 4
export LEC_CHECK = 1
export CORE_UTILIZATION = 50
--- design/flow/constraint.sdc ---
current_design FIFO_sync

set clk_period 15.0
set clk_io_pct 0.2

create_clock -name clk0 -period $clk_period [get_ports {clk}]

set non_clock_inputs [all_inputs -no_clocks]
set_input_delay [expr $clk_period * $clk_io_pct] -clock clk0 $non_clock_inputs
set_output_delay [expr $clk_period * $clk_io_pct] -clock clk0 [all_outputs]
--- design/flow/design.v ---
`timescale 1ns/1ps
module FIFO_sync(clk,reset,wr_en,rd_en,din,dout,full,empty);
  input clk,reset;
  input wr_en,rd_en;
  input [7:0]din;
  output [7:0]dout;
  output full,empty;
  reg [7:0]mem[0:15]; 
  wire clk,reset;
  wire wr_en,rd_en;
  wire [7:0]din;
  reg [7:0]dout;
  wire full,empty;
  reg [4:0]addr;
  integer i;
  assign full = (addr ==5'b10000) ? 1'b1 : 1'b0;
  assign empty = (addr ==5'b00000) ? 1'b1 : 1'b0;
  always@(posedge clk)
    begin
      if(reset)
        begin
        	addr = 4'b0000;
      		for(i=0;i<=15;i=i+1) 
        		mem[i] = 8'b0;
        end
      else if(wr_en | rd_en) 
        begin
          if(wr_en && (!full))
            begin
            	mem[addr]=din;
            	addr = addr + 1;
            end
          else
            if(rd_en && (!empty))
              begin
                dout =mem[0];
                mem[0] = mem[1];
                mem[1] = mem[2];
                mem[2] = mem[3];
                mem[3] = mem[4];
                mem[4] = mem[5];
                mem[5] = mem[6];
                mem[6] = mem[7];
                mem[7] = mem[8];
                mem[8] = mem[9];
                mem[9] = mem[10];
                mem[10] = mem[11];
                mem[11] = mem[12];
                mem[12] = mem[13];
                mem[13] = mem[14];
                mem[14] = mem[15];
                mem[15] = 8'b0;
                   addr = addr - 1;         
              end
        end
    end
endmodule
==> flow_summary.json <==
{
  "powerDensity_nw_per_um2": 195,
  "whs_ns": 0.428,
  "cts_tree": "built",
  "antenna_cells": 0,
  "max_freq_ghz": 0.151,
  "syn_to_final_growth_pct": 11.8,
  "worstPathRequired_ns": 15.33,
  "rsz0062_at_grt": "no",
  "p_leak_nw": 2.59,
  "tightest_slew_ns": 0.997,
  "clockBufferDepth": 2,
  "yosysTopAreaCell": "dfxtp_1",
  "async_reset_ff_frac": 0,
  "place.port_buffers": 21,
  "topCellsByArea": "dfxtp_1, a21oi_1, a221oi_2",
  "finalInstanceArea_sq_um": 7370,
  "detail_route.vias_per_cell": 6.28,
  "clkTransAtPathRegs_ns": 0.05,
  "finalCriticalPeriod_ns": 6.62,
  "critical_path.max_fanout": 68,
  "layout_top_cell": "dfxtp_1",
  "die_area_sq_um": 13600,
  "die_y_um": 117,
  "max_stage_delay_ns": 0.74,
  "synth_chip_area_sq_um": 6590,
  "drtIter0Drc": 405,
  "tool_warnings": 25,
  "dp_hpwl_um": 10100,
  "cap_violations": 0,
  "layout.cells.non_filler": 875,
  "vias": 5492,
  "critPathLaunchType": "input port",
  "finalMaxSlewViolations": 0,
  "ys_cells": 711,
  "wl_per_cell_um": 18.5,
  "slew_headroom": 0.334,
  "skew_ns": 0.00443,
  "die_w_um": 117,
  "setup_viol": 0,
  "synth-edff-count": 8,
  "numCtsBuffers": 17,
  "ys_ff": 141,
  "yosysSeqAreaShare": 0.440,
  "coreArea_sq_um": 12700,
  "drive_gt1_frac": 0.139,
  "avgSynthCellArea_sq_um": 9.27,
  "status": "finished, final reports clean",
  "grt_pass1_wl_um": 26700,
  "setup_tns_ns": 0,
  "n_fill_cell": 1109,
  "synthesis.area_sq_um": 6590,
  "grt_pass1_vias": 5105,
  "worstPathCellList": "clkdlybuf4s50_1 > buf_4 > inv_2 > a21oi_1 > clkinv_2 > buf_4 > fa_1 > a21o_1 > a211oi_1 > a211oi_1 > a211oi_1",
  "path_common_cell": "a211oi_1",
  "io_pins": 22,
  "ctsHoldBuffers": 0,
  "htree_levels": 4,
  "synth_top_flop_cell": "dfxtp_1",
  "antenna_found_initial": 0,
  "placed_area_sq_um": 6870,
  "drt_wl_total_um": 16100,
  "hold_violations": 0,
  "dpl.cell_count": 848,
  "grt_overflow": 0,
  "drc": 0,
  "min_path_type": "reg -> reg",
  "timing.final.crit_share": 0.442,
  "gp_congestion": 0.832,
  "netlist_instances": 711,
  "cts_root_buffer": "clkbuf_16",
  "antenna_left": 0,
  "grt_max_degree": 70,
  "crit_type": "in -> reg",
  "end_kind": "flip-flop",
  "rows": 41,
  "regArea_sq_um": 2900,
  "worst_path_max_delay_cell": "clkinv_2",
  "post_cts_resized": 0,
  "postCtsSetupBuffers": 0,
  "clk_latency_ns": 0.41,
  "ir_worst_vdd_mv": 0.116,
  "top_area_frac": 0.404,
  "dr.pass1.iters": 5,
  "yosysUniqueCellTypes": 49,
  "clock_sinks": 141,
  "final_cell_mix": "dfxtp_1, a21oi_1, nor2_1",
  "fp_util": 0.518,
  "logic_area_sq_um": 3300,
  "worstPathArrival_ns": 6.95,
  "r2r_slack_ns": 10.71,
  "yosysWarnings": 2,
  "grtUsageTotal": 0.259
}
[registers in the layout, indices dropped and copies added (netlist names)]
signal,flops
mem,128
addr,5
dout,8
[area by class of cell]
cell class                      count  share of cell area
Timing Repair Buffer               39              0.0465
Multi-Input combinational cell    468               0.448
Sequential cell                   141               0.394
Inverter                           28              0.0144
Clock buffer                       23              0.0621
Clock inverter                      4             0.00611
Tap cell                          172              0.0292
[synthesized netlist by cell type, types with 2 or more instances]
library cell	n
o311ai_0	16
nor3_1	24
or3_1	2
buf_1	7
edfxtp_1	8
clkbuf_1	44
o31a_1	2
inv_1	26
a221oi_1	40
or4bb_1	2
o41a_1	2
o221ai_1	2
o22ai_2	2
and2_1	4
nand2_1	6
xor2_1	2
a211oi_1	44
nand3_1	2
a21o_1	5
dfxtp_1	133
buf_6	2
o21ai_0	3
a21boi_1	3
o221a_2	10
inv_2	2
nand2b_1	19
o31ai_1	18
a21oi_1	126
nor2_1	73
buf_4	2
a2111oi_0	8
o21ai_4	5
or2_2	2
buf_2	18
ha_1	3
a41o_1	8
a221oi_2	24
[worst max-delay path: cells and delay by family]
| family | cells | cell delay (ns) |
|---|---|---|
| AOI/OAI and AO/OA | 5 | 1.17 |
| buffers and inverters | 5 | 2.22 |
| adders and majority gates | 1 | 0.49 |
[layer usage]
layer,part of all wire,GRT usage,vias to the layer above
met5,0,0,-
met3,0.042,0.0498,11
met2,0.46,0.394,100
li1,-,-,2716
met4,0.013,0.0346,0
met1,0.49,0.407,2665
[logic make-up after synthesis]
family / Yosys count / synth area share
xor gates and xnor gates: 2 / 0.00266
adders and majority gates: 4 / 0.00873
buffers and inverters: 102 / 0.0651
and+or+nand+nor: 140 / 0.102
DFF: 141 / 0.440
AOI/OAI and AO/OA: 322 / 0.381
[through the flow]
stage / power [mW] / util / setup WS (ns)
floorplan: 0.960 / - / 9.77
global placement: 1.06 / 0.540 / 8.16
detailed placement: 1.07 / 0.540 / 8.04
CTS: 1.44 / 0.579 / 8.47
global route: 1.53 / 0.579 / 8.01
finish: 1.44 / 0.579 / 8.38
[power by group]
| group | switching, mW | total (mW) | internal [mW] | leakage [nW] |
|---|---|---|---|---|
| registers | 0.0840 | 0.590 | 0.506 | 1.17 |
| clock network | 0.144 | 0.370 | 0.226 | 0.248 |
| logic | 0.286 | 0.479 | 0.193 | 1.17 |
[worst paths after layout]
path                                             start              endpoint  cells after the start
worst min register to register  mem[0][6]$_SDFFE_PP0P_     dout[6]$_DFFE_PP_                      0
worst min-delay path            mem[0][6]$_SDFFE_PP0P_     dout[6]$_DFFE_PP_                      0
worst max register to register    addr[0]$_SDFFE_PP0P_  addr[4]$_SDFFE_PP0P_                     10
worst max-delay path                             wr_en  addr[4]$_SDFFE_PP0P_                     11
Power figures rest on the tool's default switching activity, not on a simulated workload.
